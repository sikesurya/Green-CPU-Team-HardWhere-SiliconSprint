==> flow/run.sh <==
#!/bin/bash
# OpenROAD 26Q1-2900-gdf79404cd8, Yosys 0.63+post, stock flow scripts
make -C /OpenROAD-flow-scripts/flow DESIGN_CONFIG=/design/flow/config.mk WORK_HOME=/design/flow/orfs finish
==> flow/config.mk <==
export PLATFORM = sky130hd
export DESIGN_NAME = ID_EX
export DESIGN_NICKNAME = ID_EX
export VERILOG_FILES = /design/flow/design.v
export SDC_FILE = /design/flow/constraint.sdc
export NUM_CORES = 4
export LEC_CHECK = 1
export CORE_UTILIZATION = 40
==> flow/constraint.sdc <==
current_design ID_EX

set clk_period 1.0
set clk_io_pct 0.2

create_clock -name clk0 -period $clk_period [get_ports {clk}]

set non_clock_inputs [all_inputs -no_clocks]
set_input_delay [expr $clk_period * $clk_io_pct] -clock clk0 $non_clock_inputs
set_output_delay [expr $clk_period * $clk_io_pct] -clock clk0 [all_outputs]
==> flow/design.v <==
`timescale 1ns / 1ps
module ID_EX(
input clk ,reset,
input [15:0] RD1,RD2,imm_in,pc_in,
input  ins_in1,
input [2:0]ins_in2,
input [2:0]ins_wr,
input regwr_in,branch,memread,memwrite,ALUsrc,memtoreg,
input [1:0]ALUop,
output reg [15:0] RD1_out,RD2_out,imm_out,pc_out,
output  reg ins_in1_out,
output reg  [2:0]ins_in2_out,
output reg [2:0]ins_wr_out,
output reg regwr_in_out,branch_out,memread_out,memwrite_out,ALUsrc_out,memtoreg_out,
output reg  [1:0]ALUop_out
    );
    always@(posedge clk or posedge reset)begin
    if (reset) begin
    RD1_out <= 15'b0;
    RD2_out <= 15'b0;
    imm_out <= 15'b0;
    ins_in1_out <= 1'b0;
    ins_in2_out <= 3'b0;
    ins_wr_out <= 3'b0; 
    regwr_in_out <= 0;
    branch_out <= 0;
    memread_out <= 0;
    memwrite_out <= 0;
    ALUsrc_out <= 0;
    memtoreg_out <= 0;
    ALUop_out <= 0;
    end
    else begin
     RD1_out <= RD1;
    RD2_out <= RD2;
    imm_out <= imm_in;
   ins_in1_out <= ins_in1;
    ins_in2_out <= ins_in2;
    ins_wr_out <= ins_wr; 
    regwr_in_out <= regwr_in;
    branch_out <= branch;
    memread_out <= memread;
    memwrite_out <= memwrite;
    ALUsrc_out <= ALUsrc;
    memtoreg_out <= memtoreg;
    ALUop_out <= ALUop;
    end
    end
endmodule
==> reports/metrics.yaml <==
status: "finished with violations"
violations: "negative setup slack"
cts_hold_buf: 0
final_area_um2: 2960
setup_viol: 11
gp_congestion: 0.692
p_sw_mw: 1.01
post-route-period-util: 1.06
rows: 23
log.warning_count: 44
drt_pass1_iterations: 4
ys_cells: 81
cts_sinks: 63
synth.cell_area_um2: 1700
clkTransAtPathRegs_ps: 70
yosysTopAreaCellShare: 0.925
synthTopCellsByArea: "dfrtp_1 (93%), buf_4 (7.0%), conb_1 (0.22%)"
clockBufferDepth: 2
dp_slack_ps: 9.99
rsz0062_at_grt: "yes"
slowest_stage: "dfrtp_1"
syn_to_final_growth_pct: 73.8
cp-end-kind: "output pin"
p_per_area_nw_per_um2: 1940
wl_per_cell_um: 15.8
startpoint: "RD2_out[5]$_DFF_PP0_"
grt_overflow: 0
crit_path_max_incr_delay_ps: 400
yosys.stat.seqShare: 0.925
report.power.total_mw: 5.74
cts_made_buffers: 9
cts_root_buffer: "clkbuf_8"
holdCritPathClass: "in2async"
synthDistinctLibCells: 4
via_count: 1100
place_area_um2: 3040
drv_slew: 0
drv_cap: 0
hold_viol: 0
wl_mm: 4.37
cp_cell_sequence: "buf_2"
die_area_um2: 4530
seq_power_share: 0.472
period_needed_ps: 1060
grt_pass1_vias: 1101
drcViolationCount: 0
switching_share: 0.176
cp.buffers_inverters: 1
flop_area_um2: 1580
power.internal_mw: 4.73
yosys_warnings: 17
ioPinCount: 160
antennaDiodeCount: 0
drive_above_1_share: 0.354
grt_start_max_net_pins: 23
clock.fmax_mhz: 940
clock_power_share: 0.452
path_delay_family: "flip-flops"
vdd_drop_max_v: 0.00137
synthCells: 81
comb_area_um2: 60.1
post-dp-hpwl_mm: 3.17
postLayoutCoreUtil: 0.730
gr-usage-all-layers: 0.207
path_max_fanout: 1
grt_pass1_wl_mm: 6.20
cts_tree: "yes"
die_h_um: 67.3
numSynthFlops: 63
drt_iter0_drc: 20
cts-htree-levels: 3
criticalPathCategory: "reg2out"
ant_nets: 0
p_leak_nw: 1.43
critPathLaunchType: "flip-flop"
cp.arrival_ps: 860
io_buffer_count: 127
coreArea_um2: 4060
fill_cells: 270
required_ps: 800
fin_ws_ps: -63.6
fp_util: 0.420
viasPerCell: 3.99
antenna_found_initial: 0
yosysChipArea_um2: 1700
yosys.area.top_type: "dfrtp_1"
syn-mean-instance-area_um2: 21.0
fp.dieW_um: 67.3
combPwrFrac: 0.076
[cell usage after synthesis (all sizes together)]
library cell,number
conb,1
dfrtp,63
inv,1
buf,16
[cell families (layout without fill, tap and decap cells)]
| logic type | after synthesis | after routing | synth area share |
|---|---|---|---|
| DFF | 63 | 63 | 0.925 |
| buffers and inverters | 17 | 147 | 0.0727 |
| other | 1 | 16 | 0.00220 |
[stage by stage]
| stage | instances | setup TNS (ps) | hold slack [ps] |
|---|---|---|---|
| floorplan | 96 | 0 | 231 |
| global placement | 260 | 0 | 644 |
| detailed placement | 260 | 0 | 648 |
| CTS | 276 | -951 | 290 |
| global route | 276 | -2610 | 280 |
| finish | 276 | -112 | 307 |
[worst paths after layout]
kind | slack (ps) | depth (start not counted) | to
setup / recovery | -60 | 1 | RD2_out[5]
hold / removal | 310 | 3 | RD2_out[0]$_DFF_PP0_
max in group asynchronous | 550 | 3 | imm_out[0]$_DFF_PP0_
min in group clk0 | 310 | 1 | ins_wr_out[0]$_DFF_PP0_
[sequential cells by signal (all words and copies together), names as in the netlist]
register      count
ALUop_out         2
ALUsrc_out        1
RD1_out          16
RD2_out          16
branch_out        1
imm_out          16
ins_in1_out       1
ins_in2_out       3
ins_wr_out        3
memread_out       1
memtoreg_out      1
memwrite_out      1
regwr_in_out      1
[final cells by class]
type	instances	area share
Clock buffer	13	0.0503
Clock inverter	3	0.0304
Inverter	1	0.00253
Multi-Input combinational cell	16	0.0203
Sequential cell	63	0.532
Tap cell	50	0.0211
Timing Repair Buffer	130	0.343
[power groups by stage]
stage / Clock, mW / Combinational (mW) / Sequential, mW
finish: 2.59 / 0.436 / 2.71
global route: 2.80 / 0.480 / 2.72
CTS: 2.65 / 0.447 / 2.71
[metal layers]
metal	GRT usage	routed length, um	vias up
li1	-	-	493
met1	0.305	1660	523
met2	0.298	2020	79
met3	0.111	627	5
met4	0.0266	61	0
met5	0	0	-
[timing repair]
| item | in CTS | in global routing |
|---|---|---|
| resized | 192 | 0 |
| setup buffers | 0 | 0 |
| gates cloned | 0 | 0 |
| endpoints found under the setup margin | 63 | 63 |
[layout by cell type (no fill, tap or decap)]
cell type / count
bufinv_16: 3
buf_12: 3
buf_2: 63
clkdlybuf4s50_1: 64
clkbuf_1: 3
conb_1: 16
dfrtp_1: 63
clkbuf_8: 10
clkinvlp_4: 1
