`flow/config.mk`:
```
export PLATFORM = sky130hd
export DESIGN_NAME = Instruction_memory
export DESIGN_NICKNAME = Instruction_memory
export VERILOG_FILES = /design/flow/design.v
export SDC_FILE = /design/flow/constraint.sdc
export NUM_CORES = 4
export LEC_CHECK = 1
export CORE_AREA = 10 10 70 70
export DIE_AREA = 0 0 80 80
```
`flow/constraint.sdc`:
```
current_design Instruction_memory

set clk_period 2.1
set clk_io_pct 0.2

create_clock -name clk0 -period $clk_period

set non_clock_inputs [all_inputs -no_clocks]
set_input_delay [expr $clk_period * $clk_io_pct] -clock clk0 $non_clock_inputs
set_output_delay [expr $clk_period * $clk_io_pct] -clock clk0 [all_outputs]
```
`flow/design.v`:
```
module Instruction_memory (
    input  [15:0] readAddr,    
    output [15:0] inst         
);
    reg [7:0] insts [0:127];
    assign inst = (readAddr >= 128) ? 16'b0 : 
                  {insts[readAddr], insts[readAddr + 1]};
    integer i;
    initial begin
        insts[0]  = 8'b00001010;   
        insts[1]  = 8'b00110000;   
        insts[2]  = 8'b00000100;   
        insts[3]  = 8'b00010011;   
        insts[4]  = 8'b11111111;
        insts[5]  = 8'b11000001;
        insts[6]  = 8'b00000001;
        insts[7]  = 8'b00010011;
        insts[8]  = 8'b00000000;
        insts[9]  = 8'b10000001;
        insts[10] = 8'b00100000;
        insts[11] = 8'b00100011;
        for (i = 12; i < 128; i = i + 1)
            insts[i] = 8'b0;
    end
endmodule
```
`flow/run.sh`:
```
#!/bin/bash
# OpenROAD 26Q1-2900-gdf79404cd8, Yosys 0.63+post, stock flow scripts
make -C /OpenROAD-flow-scripts/flow DESIGN_CONFIG=/design/flow/config.mk WORK_HOME=/design/flow/orfs finish
```
==> results_tabular.tex <==
% Table of physical implementation metrics
\begin{tabular}{lr}
\hline
Metric & Value \\
\hline
\multicolumn{2}{l}{\textbf{Global routing}} \\
\quad Combined global-route utilization of all metal layers & 7.50\% \\
\quad Via count of the first global-routing pass & 866 \\
\quad Pin count of the biggest net entering global routing & 12 \\
\quad Wire length of the first global-routing pass & 4070 µm \\
\quad Initial antenna violation count & 0 \\
\quad Total gr overflow & 0 \\
\multicolumn{2}{l}{\textbf{Synthesis}} \\
\quad XOR/XNOR Fraction of Synth Area & 8.15\% \\
\quad Cell area after synthesis & 522 µm² \\
\quad Post-synthesis share of cell area spent on and, or, nand and nor gates & 46.3\% \\
\quad Main combinational cell family by area after synthesis & simple AND/OR/NAND/NOR gates \\
\quad Mean Syn Cell Area & 6.87 µm² \\
\quad YS chip area & 522 µm² \\
\quad Sequential cell area fraction in the yosys report & 0\% \\
\quad Synthesized instance count & 76 \\
\quad Netlist cell types & 31 \\
\quad Top cell type by total area after synthesis & sky130\_fd\_sc\_hd\_\_ha\_1 \\
\quad Synth warnings & 1 \\
\quad Number of cell instances after yosys synthesis & 76 \\
\quad Area fraction in compound gates after synthesis & 17.7\% \\
\quad Top cell area share & 16.8\% \\
\quad Mux contribution to synthesized area & 3.84\% \\
\quad Synthesized-area fraction occupied by adder cells & 16.8\% \\
\quad Cells taking the most area after synthesis & sky130\_fd\_sc\_hd\_\_ha\_1 17\%, sky130\_fd\_sc\_hd\_\_nor2\_1 7.2\%, sky130\_fd\_sc\_hd\_\_nor3\_1 6.7\%, sky130\_fd\_sc\_hd\_\_a31oi\_1 6.0\%, sky130\_fd\_sc\_hd\_\_xor2\_1 5.0\% \\
\multicolumn{2}{l}{\textbf{Routing}} \\
\quad Violation count after the first detailed-route iteration & 21 \\
\quad Antenna Violating Nets Remaining & 0 \\
\quad Detailed Routing Iterations Pass 1 & 4 \\
\quad Per-cell routed wire length & 13.1 µm \\
\quad Final antenna diode count & 0 \\
\quad Via count & 821 \\
\quad Per-cell via count in the routed design & 4.34 \\
\quad Total Wirelength & 2470 µm \\
\quad Residual DRC & 0 \\
\multicolumn{2}{l}{\textbf{Floorplan}} \\
\quad Core utilization before placement & 15.3\% \\
\quad Top Ports & 32 \\
\quad Die height & 80 µm \\
\quad Area of the core region & 0.00342 mm² \\
\quad Row count & 21 \\
\quad Total die area & 0.00640 mm² \\
\quad Die span in x & 80 µm \\
\multicolumn{2}{l}{\textbf{Flow run}} \\
\quad Log Warnings & 39 \\
\quad Max capacitance violation total & 0 \\
\multicolumn{2}{l}{\textbf{Final timing}} \\
\quad Portion of the clock cycle consumed by the worst path in the final layout & 102\% \\
\quad Count of pins over their slew limit & 0 \\
\quad Slew margin rel. & 82.6\% \\
\quad Setup Total Neg Slack & -0.0574 ns \\
\quad Peak clock frequency supported by timing & 469 MHz \\
\quad Total setup violations reported at the end of the flow & 2 \\
\quad Unrepaired setup endpoints after global routing & true \\
\quad Slew at the pin closest to its max-slew limit & 0.253 ns \\
\quad Final-layout worst hold slack & 1.33 ns \\
\quad Final period demand of the worst path & 2.13 ns \\
\quad Number of hold violations in the final report & 0 \\
\quad Post-route setup slack & -0.0330 ns \\
\multicolumn{2}{l}{\textbf{Run status}} \\
\quad Run status & finished with violations \\
\quad Violations in the final reports & negative setup slack \\
\multicolumn{2}{l}{\textbf{Power and ir drop}} \\
\quad Worst vdd rail ir drop & 0.0981 mV \\
\quad Final total power & 203 µW \\
\quad Leakage power of the design & 0.570 nW \\
\quad Power Dens Cells & 148 mW/mm² \\
\multicolumn{2}{l}{\textbf{Hold path}} \\
\quad Hold Path Stages & 6 \\
\quad Tightest Hold Check Type & in -> out \\
\multicolumn{2}{l}{\textbf{Placement}} \\
\quad Placed instance count & 172 \\
\quad Detailed-placement wirelength estimate & 1710 µm \\
\quad Placer's final routability congestion estimate & 0.818 \\
\quad Placement Setup Slack & -0.980 ns \\
\quad \# port buffers & 32 \\
\quad Cell area after placement & 0.00104 mm² \\
\multicolumn{2}{l}{\textbf{Worst setup path}} \\
\quad Kind of end point of the critical path & output port \\
\quad Crit path arrival time & 1.71 ns \\
\quad Required @ worst endpoint & 1.68 ns \\
\quad CP Launch Type & primary input \\
\quad Top fanout value on the critical path & 5 \\
\quad Classification of the worst setup path & in -> out \\
\multicolumn{2}{l}{\textbf{Finish}} \\
\quad Finished Layout Cells & 189 \\
\quad Post-route cell area & 0.00137 mm² \\
\quad Filler cell count in the final layout & 329 \\
\quad Area of the multi-input gates & 727 µm² \\
\quad Top logic cell by instance count in the layout & sky130\_fd\_sc\_hd\_\_buf\_4 \\
\quad Syn-to-layout area delta & 162\% \\
\quad Final core occ & 40.1\% \\
\quad Commonest cells after routing, fill and taps aside & 27 x sky130\_fd\_sc\_hd\_\_buf\_4, 14 x sky130\_fd\_sc\_hd\_\_buf\_6, 14 x sky130\_fd\_sc\_hd\_\_buf\_2 \\
\quad Seq\_cells & 0 \\
\quad Seq. cell area & 0 µm² \\
\quad Layout cell share with drive strength beyond 1 & 70.6\% \\
\quad Final-layout clock buffer total & 0 \\
\hline
\end{tabular}
-- synthesized netlist by cell type, types with 3 or more instances --
cell type,n
sky130_fd_sc_hd__nor3_1,7
sky130_fd_sc_hd__a31oi_1,5
sky130_fd_sc_hd__inv_1,4
sky130_fd_sc_hd__ha_1,7
sky130_fd_sc_hd__nand3b_1,3
sky130_fd_sc_hd__xor2_1,3
sky130_fd_sc_hd__nand2_1,5
sky130_fd_sc_hd__nand3_1,3
sky130_fd_sc_hd__nor2_1,10
-- report_power, final --
| group | switching, mW | leakage (nW) | internal (mW) | total, mW |
|---|---|---|---|---|
| registers | 0 | 0 | 0 | 0 |
| logic | 0.0991 | 0.570 | 0.104 | 0.203 |
| clock network | 0 | 0 | 0 | 0 |
-- timing repair --
item / 4_1_cts / 5_1_grt
pin swaps: 23 / 5
hold buffers: 0 / 0
endpoints found under the setup margin: 16 / 15
setup buffers: 16 / 1
cloned: 0 / 0
gates resized: 139 / 20
-- logic make-up (layout without fill, tap and decap cells) --
logic type | Yosys count | in the layout
and+or+nand+nor | 42 | 42
AOI/OAI and AO/OA | 13 | 13
buffers and inverters | 8 | 75
adders and majority gates | 7 | 7
xor gates and xnor gates | 4 | 4
muxes | 2 | 2
-- metal layers --
metal,GRT usage [%],vias up,wire (µm)
met5,0,-,0
met4,0,0,0
met3,0.227,0,28
met2,12.9,17,1230
met1,10.7,393,1210
li1,-,411,-
-- path summary, 6_finish.rpt --
kind	from	to	slack [ns]
setup / recovery	readAddr[2]	inst[2]	-0.03
hold / removal	readAddr[12]	inst[14]	1.33
-- final cells by class --
| cell class | count | area share [%] |
|---|---|---|
| inverters | 5 | 2.01 |
| multi-input cells | 68 | 53.1 |
| well taps | 46 | 4.20 |
| repair buffers | 70 | 40.7 |
-- worst max-delay path, stage by stage --
cell and delay [ns]:
sky130_fd_sc_hd__buf_2 0.11, sky130_fd_sc_hd__buf_6 0.12, sky130_fd_sc_hd__buf_4 0.11, sky130_fd_sc_hd__nand3_4 0.07
sky130_fd_sc_hd__xor2_2 0.21, sky130_fd_sc_hd__nand4_4 0.17, sky130_fd_sc_hd__buf_6 0.17, sky130_fd_sc_hd__nor4b_4 0.20
sky130_fd_sc_hd__buf_2 0.13
Power is estimated from default activity; no workload was simulated.
